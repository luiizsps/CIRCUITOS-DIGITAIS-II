==> flow/design.v <==
module soma (
  input wire [2:0] A,
  input wire [2:0] B,
  output wire [5:0] C
);
  reg [3:0] temp;
  assign temp = A + B;
  assign C = {2'b00, temp};
endmodule
module subtracao (
  input wire [2:0] A,
  input wire [2:0] B,
  output reg [5:0] C
);
  reg [3:0] temp;
  always @(*) begin
    if (A < B)
      temp = (B - A);
    else
      temp = (A - B);
  end
  assign C = {2'b00, temp};
endmodule
module produto (
  input wire [2:0] A,
  input wire [2:0] B,
  output wire [5:0] C
);
  assign C = A * B;
endmodule
module divisao (
 input wire [2:0] A,
 input wire [2:0] B,
  output wire [5:0] C
);
  wire [2:0] result_resto;
  resto resto_u1 (.A(A), .B(B), .C(result_resto));
  assign C = (B != 0) ? {result_resto, (A / B)} : 6'b000000;
endmodule
module resto (
 input wire [2:0] A,
 input wire [2:0] B,
 output wire [2:0] C
);
  assign C = A % B;
endmodule
module bcd_p_7seg (
  input  wire [3:0] bcd, 
  output reg [6:0] seg
);
	always @(*) begin
      case(bcd)
        4'b0000: seg = 7'b1000000;
        4'b0001: seg = 7'b1111001; 
        4'b0010: seg = 7'b0100100; 
        4'b0011: seg = 7'b0110000; 
        4'b0100: seg = 7'b0011001; 
        4'b0101: seg = 7'b0010010; 
        4'b0110: seg = 7'b0000010; 
        4'b0111: seg = 7'b1111000; 
        4'b1000: seg = 7'b0000000; 
        4'b1001: seg = 7'b0010000; 
        default: seg = 7'b1111111;
      endcase
    end
endmodule
module display (
  input wire [5:0] result,
  input wire [1:0] sel,
  output wire [6:0] seg_0,
  output wire [6:0] seg_1
);
  wire [3:0] unidade, dezena;
  separa_digitos sep_dig_u0(
    .result(result),
    .sel(sel),
    .unidade(unidade),
    .dezena(dezena)
  );
  bcd_p_7seg display_7seg_unidades(
    .bcd(unidade),
    .seg(seg_0)
  );
  bcd_p_7seg display_7seg_dezenas(
    .bcd(dezena),
    .seg(seg_1)
  );
endmodule
module separa_digitos (
  input wire [5:0] result,
  input wire [1:0] sel,
  output reg [3:0] unidade,
  output reg [3:0] dezena
);
  always @(*) begin
    if (sel == 2'b11)begin
      unidade = result[2:0];  
      dezena = result[5:3];   
    end 
    else begin
      dezena = result / 10;
      unidade = result % 10;
    end
  end
endmodule
module calculadora (
  input wire [2:0] A,
  input wire [2:0] B,
  input wire [1:0] sel,
  output reg [5:0] result
);
  wire [5:0] result_soma, result_sub, result_prod, result_div;
  soma soma_u1(.A(A), .B(B), .C(result_soma));
  subtracao sub_u1(.A(A), .B(B), .C(result_sub));
  produto prod_u1(.A(A), .B(B), .C(result_prod));
  divisao div_u1(.A(A), .B(B), .C(result_div));
  always @(*) begin
    case (sel)
      2'b00: result = result_soma;
      2'b01: result = result_sub;
      2'b10: result = result_prod;
      2'b11: result = result_div;
      default: result = 6'b000000;
    endcase
  end
endmodule
==> flow/run.sh <==
#!/bin/bash
# OpenROAD 26Q1-2900-gdf79404cd8, Yosys 0.63+post, stock flow scripts
make -C /OpenROAD-flow-scripts/flow DESIGN_CONFIG=/design/flow/config.mk WORK_HOME=/design/flow/orfs finish
==> flow/config.mk <==
export PLATFORM = sky130hd
export DESIGN_NAME = display
export DESIGN_NICKNAME = display
export VERILOG_FILES = /design/flow/design.v
export SDC_FILE = /design/flow/constraint.sdc
export NUM_CORES = 4
export LEC_CHECK = 1
export CORE_AREA = 10 10 70 70
export DIE_AREA = 0 0 80 80
==> flow/constraint.sdc <==
current_design display

set clk_period 4.9
set clk_io_pct 0.2

create_clock -name clk0 -period $clk_period

set non_clock_inputs [all_inputs -no_clocks]
set_input_delay [expr $clk_period * $clk_io_pct] -clock clk0 $non_clock_inputs
set_output_delay [expr $clk_period * $clk_io_pct] -clock clk0 [all_outputs]
==> CHANGELOG.md <==
## Implementation

- Initial antenna violation count: 0
- RSZ-0062 raised after global routing: true
- Crit path time final: 4810 ps
- Setup CP Type: in -> out
- Die ar.: 0.00640 sq mm
- Vias in the first global route: 898
- Cell type with the largest total area: ha_1
- Setup violators final: 0
- Flop Count: 0
- Fin util: 41.8%
- Die Wd: 80 um
- Setup WS pre-CTS: -803 ps
- Most common logic cell in the routed design: buf_4
- DR vias/cell: 4.52
- Crit path from: result[4]
- Die Ht: 80 um
- Worst slew pin tran: 396 ps
- Pwr dens: 176 mW/mm^2
- Placer Congestion: 0.858
- CP Max Fanout: 4
- Post-Route WL: 2390 um
- Kind of cell adding the most delay to the critical path: simple AND/OR/NAND/NOR gates
- FP Rows: 21
- Net switching fraction of the power: 41.1%
- WP data arrival: 3830 ps
- Congestion Overflow GR: 0
- DP Cell Count: 190
- Req. time, crit path: 3920 ps
- Cell Type Count: 40
- CP Capture Type: output port
- Worst setup path endpoint: seg_0[5]
- Post-Syn Area per Cell: 7.90 sq um
- Max Cap Viol: 0
- Pint: 0.148 mW
- Setup ws final: 92.8 ps
- Flop pwr share: 0%
- Share of layout cells above drive strength 1: 47.2%
- Total GRT Usage: 7.07%
- Io pins: 22
- Core region area: 0.00342 sq mm
- Syn Inst Count: 103
- Antenna cells: 0
- Slowest CP cell: or3_4
- Post-route cell area: 0.00143 sq mm
- Total net switching power: 0.104 mW
- Fill count: 326
- Pins over their slew limit: 0
- Yosys warnings: 2
- Init Core Util: 23.8%
- Leak Pwr: 0.692 nW
- # DRC: 0
- Fmax: 208 MHz
- Global-route wire length before repair: 3980 um
- CP peak stage delay: 370 ps
- Synthesized area: 813 sq um
- Crit path buf inv count: 5
- Seq share, synth: 0%
- Detail Route Antenna Nets: 0
- Post-DP Area: 0.00124 sq mm
- Max-area cell share: 20.0%
- Period utilization: 98.1%
- Synth area leaders: ha_1 (20%), mux2i_1 (12%), a21oi_1 (4.3%)
- Area Overhead vs Synth: 75.7%
- Largest net degree at the start of global routing: 12
- Worst Setup Start Kind: input port
- Top cells excl fill/tap: buf_4 (31), mux2i_1 (10), nand2_1 (9), ha_1 (9), buf_6 (9)
- Port Buffers: 22
- Yosys chip area: 813 sq um
- Clock network fraction of total power: 0%
- Register area: 0 sq um
- Via count: 926
- Iter 0 DRT Violations: 62
- Avg WL per Cell: 11.7 um
- HPWL after DPL: 1710 um
- Rel. slew slack: 73.6%
- Critical Path Stages: 17
- Outcome: finished, final reports clean
- Power, Total: 0.252 mW
- Endpoints failing hold: 0
- Non-Filler Instances: 205
- Yosys Instances: 103
- Log Warnings: 42
- Worst-path cell chain: buf_6 > inv_2 > ha_4 > or2_4 > ha_4 > o311a_1 > a221oi_4 > and2b_4 > a21oi_2 > ha_2 > or3_4 > a31oi_4 > buf_6 > buf_4 > and3_1 > a31oi_1 > buf_2
- Worst hold-check path type: in -> out
- Router iterations before antenna repair: 4
- Worst vdd ir: 0.000101 V
- Clk_buf instances: 0
- Logic pwr share: 100.0%
[what timing repair did]
item | CTS | global route
buffers inserted | 11 | 4
endpoints found under the hold margin | 0 | 0
resized | 46 | 13
setup endpoints to repair | 14 | 11
pin swaps | 12 | 5
hold buffers | 0 | 0
[worst min path at each step]
stage	from	cells after the start	slack [ps]	endpoint
5_1_grt	result[4]	6	2690	seg_1[6]
4_1_cts	result[4]	6	2750	seg_1[1]
6_report	result[4]	6	2620	seg_1[6]
[power by group through the flow]
stage / logic (mW) / clock network, mW / registers (mW)
global route: 0.279 / 0 / 0
finish: 0.252 / 0 / 0
CTS: 0.243 / 0 / 0
[area by class of cell]
type,instances,area (sq um),share of cell area [%]
Multi-Input combinational cell,89,828,58.0
Timing Repair Buffer,60,505,35.4
Tap cell,46,57.6,4.03
Inverter,10,37.5,2.63
[synthesized netlist by cell type, drive strengths merged]
cell type   n
nor2        6
o21ai       5
or2         2
o22ai       3
buf         4
nand2      10
inv        10
o311a       1
o22a        1
and3        1
o2111ai     1
o21a        2
and2b       1
xnor2       2
ha         13
nand3       3
a21oi       7
a21boi      1
o221a       1
mux2        1
o31ai       1
a31oi       3
o221ai      1
a221oi      1
and2        3
o211ai      2
a21o        1
or3         1
mux2i      10
nand2b      4
o2111a      1
[logic make-up after synthesis]
kind of cell / count (synthesis) / synth area share (%)
muxes: 11 / 13.7
xor gates and xnor gates: 2 / 3.08
adders and majority gates: 13 / 20.0
AOI/OAI and AO/OA: 32 / 35.1
and+or+nand+nor: 31 / 20.2
buffers and inverters: 14 / 8.00
[routing by layer]
metal	track usage, %	up-vias	routed length [um]
li1	-	490	-
met1	9.83	415	1170
met2	11.7	21	1070
met3	1.25	0	150
met4	0	0	0
met5	0	-	0
[per-stage QoR]
stage,setup TNS [ps],hold slack (ps)
after detailed placement,-9140,3190
after floorplan,0,2220
after CTS,-56.9,2750
final,0,2620
after global placement,-8680,3170
after global routing,-66.6,2690
Power is estimated from default activity; no workload was simulated.
