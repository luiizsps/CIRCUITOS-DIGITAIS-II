File: flow/design.v
module collision_checker (
    input clk,
    input rst_n,
    input internal_reset,
    input wire [5:0] CAR_WIDTH,
    input wire [5:0] CAR_HEIGHT,
    input wire [9:0] car_user_x,
    input wire [8:0] car_user_y,
    input wire [9:0] car2_x,
    input wire [9:0] car2_y,
    input wire [9:0] car3_x,
    input wire [9:0] car3_y,
    output reg collision_detected
);
    always @(posedge clk or negedge rst_n) begin
        if (!rst_n) begin
            collision_detected <= 1'b0;
	end else if (internal_reset) begin
	    collision_detected <= 1'b0;
        end else begin
            collision_detected <= ((car_user_x < car2_x + CAR_WIDTH) && 
                                   (car_user_x + CAR_WIDTH > car2_x) && 
                                   (car_user_y < car2_y + CAR_HEIGHT) && 
                                   (car_user_y + CAR_HEIGHT > car2_y)) ||
                                  ((car_user_x < car3_x + CAR_WIDTH) && 
                                   (car_user_x + CAR_WIDTH > car3_x) && 
                                   (car_user_y < car3_y + CAR_HEIGHT) && 
                                   (car_user_y + CAR_HEIGHT > car3_y));
        end
    end
endmodule
File: flow/run.sh
#!/bin/bash
# OpenROAD 26Q1-2900-gdf79404cd8, Yosys 0.63+post, stock flow scripts
make -C /OpenROAD-flow-scripts/flow DESIGN_CONFIG=/design/flow/config.mk WORK_HOME=/design/flow/orfs finish
File: flow/config.mk
export PLATFORM = sky130hd
export DESIGN_NAME = collision_checker
export DESIGN_NICKNAME = collision_checker
export VERILOG_FILES = /design/flow/design.v
export SDC_FILE = /design/flow/constraint.sdc
export NUM_CORES = 4
export LEC_CHECK = 1
export CORE_UTILIZATION = 50
File: flow/constraint.sdc
current_design collision_checker

set clk_period 1.0
set clk_io_pct 0.2

create_clock -name clk0 -period $clk_period [get_ports {clk}]

set non_clock_inputs [all_inputs -no_clocks]
set_input_delay [expr $clk_period * $clk_io_pct] -clock clk0 $non_clock_inputs
set_output_delay [expr $clk_period * $clk_io_pct] -clock clk0 [all_outputs]
==> metrics.cfg <==
[sta]
rsz0062_at_grt = true
setup_viol = 1
setup_slack_ps = -2050
slew_headroom_pct = 77.9
worstMarginPinSlew_ps = 331
hold_viol = 0
fin_tns_setup_ps = -2050
fin_crit_ps = 3050
finalClockPeriodUsage_pct = 305
hold-worst-slack_ps = 362
finalMaxSlewViolations = 0
fmax_ghz = 0.328

[placement]
io_buffer_count = 74
place_area_um2 = 5320
routabilityCongestion = 0.869
dp_worst_setup_slack_ps = -2510
dp_hpwl_um = 8420

[finish]
layout_top_cells = buf_4, ha_1, inv_1
final_area_um2 = 5700
fill_cells = 314
flop_area_um2 = 25.0
synthToLayoutAreaGrowth_pct = 65.0
reg_top3 = collision_detected: 1 flops
drive_above_1_share_pct = 36.3
largest-register = collision_detected
lay_top_count = buf_4
largest_register_ffs = 1
logic_area_um2 = 3510

[yosys]
avgSynthCellArea_um2 = 8.05
ys_sh_xor_pct = 10.4
ys_types = 42
top_area_cell = ha_1
simple_gate_share_pct = 12.5
synth.top_cell.area_share_pct = 39.9
numSynthFlops = 1
edf_count = 0
yosysCellCount = 429
async_reset_ff_share_pct = 100
ys_seq_share_pct = 0.725
area_leaders = ha_1, inv_1, xnor2_1
synthCells = 429
compound_area_share_pct = 26.2
mux_share_pct = 0
netlist_area_um2 = 3450
ys_chip_area_um2 = 3450
yosys.area_share.adder_pct = 43.3
yosysWarnings = 1
flop_cell = dfrtp_1
synth.logic.top_family = adder cells

[setup_path]
critPathLaunchType = primary input
critical_path_arrival_ps = 2960
cp_max_fo = 3
startpoint = car2_x[3]
crit_required_ps = 920
critPathKind = primary input to flop
crit_path_end_kind = flop

[clock_network]
clk_pin_slew_ps = 0
hold_buffers = 0

[die]
rows = 29
die_area_um2 = 7240
die_y_um = 85.1
core_um2 = 6490
fp_util_pct = 53.2
die_x_um = 85.1
ioPinCount = 75

[detailed_routing]
vias_per_cell = 5.40
vias = 3932
dr.pass1.iters = 4
antenna_left = 0
wl_um = 11000
drtIter0Drc = 132
route.detailed.drc = 0
wl_per_cell_um = 15.2
num_antenna_cells = 0

[global_route]
track_usage_pct = 30.3
grt_pass1_wl_um = 17300
overflow = 0
grt_pass1_vias = 3760
grt_max_degree = 6
antenna_found_initial = 0

[flow_run]
maxCapViolations = 0
tool_warnings = 32

[pwr]
cellLeakagePower_nw = 2.92
total_power_mw = 3.78
p_per_area_nw_per_um2 = 663
ir_drop_v = 0.000431

[worst_hold_path]
holdCritPathClass = primary input to async pin

[outcome]
failed_checks = negative setup slack
status = finished with violations

cell families (layout without fill, tap and decap cells):
logic type	count (synthesis)	in the layout
AND-OR/OR-AND	124	124
adder cells (fa/ha/maj)	116	116
AND/OR/NAND/NOR	84	84
buffers and inverters	63	285
XOR/XNOR	41	41
flip-flops	1	1
final timing paths:
path,to,slack [ps],depth (start not counted)
min,collision_detected$_DFF_PN0_,360,1
max in group asynchronous,collision_detected$_DFF_PN0_,530,1
max,collision_detected$_DFF_PN0_,-2050,13
min in group clk0,collision_detected,940,1
worst max-delay path: stages:
cell             delay [ps]
clkdlybuf4s50_1         420
ha_1                    350
nor2b_1                 270
o21ai_1                 130
buf_4                   170
a211oi_2                220
xnor2_1                 150
ha_1                    280
a211oi_2                220
o31ai_1                  90
a31oi_1                 140
nand4_1                 130
o22ai_1                 180
where the power goes:
group | switching, mW | internal [mW]
combinational | 1.73 | 2.01
clock | 0 | 0
sequential | 0.000985 | 0.0442
total | 1.73 | 2.05
what timing repair did:
action | in CTS | in global routing
endpoints found under the setup margin | 1 | 1
gates resized | 80 | 35
buffers inserted | 11 | 2
pin swaps | 49 | 43
per-stage QoR:
step	std cells	utilization [%]
floorplan	429	-
global placement	715	81.9
detailed placement	715	81.9
CTS	726	85.7
global route	728	87.7
finish	728	87.7
area by class of cell:
class	count	share of cell area [%]
Inverter	63	4.15
Timing Repair Buffer	222	32.2
Tap cell	77	1.69
Sequential cell	1	0.439
Multi-Input combinational cell	365	61.5
per-layer routing:
layer  share of wire (%)  vias up  wire [µm]  global-route usage [%]
met5                   0        -          0                       0
met4                 1.2        0        137                    3.08
met3                 4.3       14        476                    4.64
met2                  42       99       4600                    45.5
met1                  53     1797       5820                    47.7
li1                    -     2022          -                       -
cell usage after synthesis, types with 5 or more instances:
| library cell | count |
|---|---|
| a211oi_2 | 5 |
| xor2_1 | 17 |
| a211oi_1 | 13 |
| nor2b_1 | 13 |
| fa_1 | 6 |
| xnor2_1 | 24 |
| a21o_1 | 19 |
| nor2_1 | 19 |
| o21ai_0 | 12 |
| nand2_1 | 12 |
| a21oi_1 | 28 |
| nand4_1 | 12 |
| inv_1 | 63 |
| nand3_1 | 11 |
| ha_1 | 110 |
| o21ai_1 | 14 |
| nand2b_1 | 11 |
Power figures rest on the tool's default switching activity, not on a simulated workload.
