$ cat design.v
module draw_dynamic_cars(
input clk,
    input [18:0] addr,         
    input [23:0] bgr_data_in,
    input [5:0] CAR_WIDTH,
    input [5:0] CAR_HEIGHT,
    input [10:0] SCREEN_WIDTH,
    input [9:0] SCREEN_HEIGHT,
    input [9:0] car_user_x,
    input [8:0] CAR_USER_Y,            
    input [9:0] car2_x,               
    input [9:0] car2_y,               
    input [9:0] car3_x,               
    input [9:0] car3_y,
    input SHOW_CARS,
    output reg [23:0] bgr_data_out           
);
    wire [9:0] pixel_x = addr % SCREEN_WIDTH;
    wire [8:0] pixel_y = addr / SCREEN_WIDTH;
    always @(posedge clk) begin
		if (SHOW_CARS) begin
        	if (pixel_x >= car_user_x && pixel_x < car_user_x + CAR_WIDTH &&
            	    pixel_y >= CAR_USER_Y && pixel_y < CAR_USER_Y + CAR_HEIGHT) begin
			if (pixel_y <= (CAR_USER_Y + 1) && ((pixel_x <= (car_user_x + 4) &&
			    pixel_x >= (car_user_x + 3)) || (pixel_x <= (car_user_x + 19) && pixel_x >= (car_user_x + 18))))
				bgr_data_out = 24'hFFFFFF;
			else if ((pixel_y <= CAR_USER_Y + 10) && (pixel_y >= CAR_USER_Y + 7) && 
				(pixel_x <= car_user_x + 17) && (pixel_x >= car_user_x + 5))
				bgr_data_out = 24'hFFFFFF;
			else if ((pixel_y <= CAR_USER_Y + 29) && (pixel_y >= CAR_USER_Y + 27) && 
				(pixel_x <= car_user_x + 16) && (pixel_x >= car_user_x + 6))
				bgr_data_out = 24'hFFFFFF;
			else if (pixel_x == car_user_x + 2 || pixel_x == car_user_x + 3 ||
				 pixel_x == car_user_x + 19 || pixel_x == car_user_x + 20) begin
				if ((pixel_x == car_user_x + 2 || pixel_x == car_user_x + 20) && ((pixel_y <= CAR_USER_Y + 23)&&
				(pixel_y >= CAR_USER_Y + 13)))
				bgr_data_out = 24'hFFFFFF;
				else if ((pixel_x == car_user_x + 3 || pixel_x == car_user_x + 19) && ((pixel_y <= CAR_USER_Y + 24)&&
				(pixel_y >= CAR_USER_Y + 12)))
				bgr_data_out = 24'hFFFFFF;
				else bgr_data_out = 24'h007BFF;
			end
			else if (((pixel_y <= CAR_USER_Y + 6) && (pixel_y >= CAR_USER_Y + 3)) || 
				((pixel_y <= CAR_USER_Y + 32) && (pixel_y >= CAR_USER_Y + 29))) begin
				if (pixel_x == car_user_x || pixel_x == (car_user_x + CAR_WIDTH - 1)) 
					bgr_data_out = 24'h555555;
				else bgr_data_out = 24'h007BFF;
			end
			else if (((pixel_y == CAR_USER_Y) || (pixel_y == (CAR_USER_Y + CAR_HEIGHT - 1))) &&
    			   ((pixel_x == car_user_x) || (pixel_x == (car_user_x + CAR_WIDTH - 1)))) begin
    				bgr_data_out = 24'h000000;
			end
			else bgr_data_out = 24'h007BFF;
        	end
		else if ((pixel_y == CAR_USER_Y + 8) && (pixel_x == (car_user_x - 1) || pixel_x == (car_user_x + CAR_WIDTH))) 
			bgr_data_out = 24'h007BFF;
        	else if (pixel_x >= car2_x && pixel_x < car2_x + CAR_WIDTH &&
                	pixel_y >= car2_y && pixel_y < car2_y + CAR_HEIGHT) begin
			if (car2_y > 0) begin
				if (pixel_y <= (car2_y + 1) && ((pixel_x <= (car2_x + 4) &&
			    	    pixel_x >= (car2_x + 3)) || (pixel_x <= (car2_x + 19) && pixel_x >= (car2_x + 18))))
					bgr_data_out = 24'hFFFFFF;
				else if ((pixel_y <= car2_y + 10) && (pixel_y >= car2_y + 7) && 
				        (pixel_x <= car2_x + 17) && (pixel_x >= car2_x + 5))
					bgr_data_out = 24'hFFFFFF;
				else if ((pixel_y <= car2_y + 29) && (pixel_y >= car2_y + 27) && 
				        (pixel_x <= car2_x + 16) && (pixel_x >= car2_x + 6))
					bgr_data_out = 24'hFFFFFF;
				else if (pixel_x == car2_x + 2 || pixel_x == car2_x + 3 ||
				 	pixel_x == car2_x + 19 || pixel_x == car2_x + 20) begin
					if ((pixel_x == car2_x + 2 || pixel_x == car2_x + 20) && ((pixel_y <= car2_y + 23)&&
				   	   (pixel_y >= car2_y + 13)))
						bgr_data_out = 24'hFFFFFF;
					else if ((pixel_x == car2_x + 3 || pixel_x == car2_x + 19) && ((pixel_y <= car2_y + 24)&&
				        	(pixel_y >= car2_y + 12)))
						bgr_data_out = 24'hFFFFFF;
					else bgr_data_out = 24'hFF4500;
				end
				else if (((pixel_y <= car2_y + 6) && (pixel_y >= car2_y + 3)) || 
					((pixel_y <= car2_y + 32) && (pixel_y >= car2_y + 29))) begin
					if (pixel_x == car2_x || pixel_x == (car2_x + CAR_WIDTH - 1)) 
						bgr_data_out = 24'h555555;
					else bgr_data_out = 24'hFF4500;
				end
				else if (((pixel_y == car2_y) || (pixel_y == (car2_y + CAR_HEIGHT - 1))) &&
    			   		((pixel_x == car2_x) || (pixel_x == (car2_x + CAR_WIDTH - 1)))) begin
    					bgr_data_out = 24'h000000;
				end
				else bgr_data_out = 24'hFF4500;
			end
        	end
		else if ((pixel_y == car2_y + 8) && (pixel_x == (car2_x - 1) || pixel_x == (car2_x + CAR_WIDTH))) 
			bgr_data_out = 24'hFF4500;
        	else if (pixel_x >= car3_x && pixel_x < car3_x + CAR_WIDTH &&
                	pixel_y >= car3_y && pixel_y < car3_y + CAR_HEIGHT) begin
			if (pixel_y <= (car3_y + 1) && ((pixel_x <= (car3_x + 4) &&
			   pixel_x >= (car3_x + 3)) || (pixel_x <= (car3_x + 19) && pixel_x >= (car3_x + 18))))
				bgr_data_out = 24'hFFFFFF;
			else if ((pixel_y <= car3_y + 10) && (pixel_y >= car3_y + 7) && 
				(pixel_x <= car3_x + 17) && (pixel_x >= car3_x + 5))
				bgr_data_out = 24'hFFFFFF;
			else if ((pixel_y <= car3_y + 29) && (pixel_y >= car3_y + 27) && 
				(pixel_x <= car3_x + 16) && (pixel_x >= car3_x + 6))
				bgr_data_out = 24'hFFFFFF;
			else if (pixel_x == car3_x + 2 || pixel_x == car3_x + 3 ||
				 pixel_x == car3_x + 19 || pixel_x == car3_x + 20) begin
				if ((pixel_x == car3_x + 2 || pixel_x == car3_x + 20) && ((pixel_y <= car3_y + 23)&&
				  (pixel_y >= car3_y + 13)))
					bgr_data_out = 24'hFFFFFF;
				else if ((pixel_x == car3_x + 3 || pixel_x == car3_x + 19) && ((pixel_y <= car3_y + 24)&&
				        (pixel_y >= car3_y + 12)))
					bgr_data_out = 24'hFFFFFF;
				else bgr_data_out = 24'hFF4500;
			end
			else if (((pixel_y <= car3_y + 6) && (pixel_y >= car3_y + 3)) || 
				((pixel_y <= car3_y + 32) && (pixel_y >= car3_y + 29))) begin
				if (pixel_x == car3_x || pixel_x == (car3_x + CAR_WIDTH - 1)) 
					bgr_data_out = 24'h555555;
				else bgr_data_out = 24'hFF4500;
			end
			else if (((pixel_y == car3_y) || (pixel_y == (car3_y + CAR_HEIGHT - 1))) &&
    			   	((pixel_x == car3_x) || (pixel_x == (car3_x + CAR_WIDTH - 1)))) begin
    				bgr_data_out = 24'h000000;
			end
			else bgr_data_out = 24'hFF4500;
        	end
		else if ((pixel_y == car3_y + 8) && (pixel_x == (car3_x - 1) || pixel_x == (car3_x + CAR_WIDTH))) 
			bgr_data_out = 24'hFF4500;
		else bgr_data_out = bgr_data_in;
		end
    end
endmodule
$ cat constraint.sdc
current_design draw_dynamic_cars

set clk_period 117.5
set clk_io_pct 0.2

create_clock -name clk0 -period $clk_period [get_ports {clk}]

set non_clock_inputs [all_inputs -no_clocks]
set_input_delay [expr $clk_period * $clk_io_pct] -clock clk0 $non_clock_inputs
set_output_delay [expr $clk_period * $clk_io_pct] -clock clk0 [all_outputs]
$ cat config.mk
export PLATFORM = sky130hd
export DESIGN_NAME = draw_dynamic_cars
export DESIGN_NICKNAME = draw_dynamic_cars
export VERILOG_FILES = /design/flow/design.v
export SDC_FILE = /design/flow/constraint.sdc
export NUM_CORES = 4
export LEC_CHECK = 1
export CORE_UTILIZATION = 40
$ cat run.sh
#!/bin/bash
# OpenROAD 26Q1-2900-gdf79404cd8, Yosys 0.63+post, stock flow scripts
make -C /OpenROAD-flow-scripts/flow DESIGN_CONFIG=/design/flow/config.mk WORK_HOME=/design/flow/orfs finish
==> Changelog: implementation <==
### Physical design

- Outcome: finished clean
- Crit end category: register
- Hold path start: bgr_data_in[16]
- Arrival time of the worst setup path: ~76000 ps
- Row count: around 110
- Share of post-route cells with drive strength above 1: 5.41%
- Max frequency: approximately 0.013 GHz
- Slowest library cell on the worst path: a211oi_1
- Post-route ant nets: 0
- DRT Pass-1 Iters: 6
- GR Util met2: ~44%
- All-Layer GR Usage: about 28%
- Mapped Cells: roughly 5200
- Most frequent CP cell: o21a_1
- Yosys Instances: 5158
- CP Max Fanout: 31
- Boundary Pins: about 160
- Die width: between 300 and 400 um
- Core area: between 90000 and 100000 um2
- Synth cell types: 117
- GRT busiest layer: met2
- OpenROAD warning count: ~210
- Fill cell count: about 9600
- Synth Flop Type: edfxtp_1
- GRT overflow: 0
- Number of DRC markers in iteration 0: ~2600
- Met1 Use GR: a little under 40%
- Number of enable flip-flop cells: 24
- Pin count of the biggest net entering global routing: 38
- CTS tree: yes
- Setup Fix Bufs, Post-CTS: 0
- Most common logic cells in the final layout: 958 x ha_1, 628 x xnor2_1, 470 x nor2_1
- Antenna violations before repair: 6
- RePlAce Congestion: 0.996
- Clock slew at reported path FFs: around 110 ps
- Ys async rst share: 0%
- Die Y: between 300 and 400 um
- HPWL after DPL: roughly 110000 um
- CP startpoint: SCREEN_WIDTH[9]
- Minimum clock period: approximately 77000 ps
- Synthesized flop and latch total: 24
- Biggest cell delay along the critical path: about 700 ps
- Layout overhead on the synthesized area: 9.17%
- Initial Util: ~40%
- Wire length of the first global-routing pass: 210000 um
- CTS resizes: 0
- Worst Tran Pin Value: about 960 ps
- Final hold violation count: 0
- Final TNS setup: 0 ps
- Placed cell count: 6551
- DR vias: around 38000
- Cts hold-fix bufs: 0
- Max reg flops: 24
- Average wire per standard cell: 20.8 um
- Via density: about 5.8
- Number of global-route vias before repair: approximately 36000
- Routing usage on met3: a little under 5%
- CP required: 117420 ps
- Netlist Area Pre-Place: 38300 um2
- # H-tree levels: 1
- Commonest Layout Cell: ha_1
- Clock Path Buffers: 2
- Max Cap Viol: 0
- Clk root buf: clkbuf_16
- Inserted Clock Buffers: 3
- Mapped Avg Cell Area: approximately 7.4 um2
- Sink Count: 24
- Worst setup margin: roughly 41000 ps
- Final setup violation count: 0
- Unrepaired setup endpoints after global routing: no
- Worst setup path category: in -> reg
- Worst slew margin: between 30% and 40%
- Sequential element share of the synthesized area: under 10%
- Port bufs: 150
- Final Cycle Share: about two thirds
- DRC Markers: 0
- Final Max Tran Viols: 0
- Post-place setup slack: ~41000 ps
- Startpoint types: input port
- WHS: between 20000 and 25000 ps
- HP Class: in -> reg
- Chip Area, Yosys: roughly 38000 um2
- Final Non-Filler Cells: about 6600
- Routed WL: around 140000 um
- Count of warnings emitted by yosys: 1
- Die ar.: around 97000 um2
final cells by class:
class                      instances  area (um2)  share of cell area [%]
multi-input combinational       4671       35800                    85.6
sequential                        24         721                    1.72
clock inverter                     1        30.0                  0.0718
clock buffer                       3        75.1                   0.179
inverter                         326        1230                    2.93
antenna                            2        5.00                  0.0120
timing repair buffer             265        2360                    5.65
tap                             1265        1580                    3.78
worst max-delay path: cells and delay by family:
family / cells / cell delay, ps
simple gates: 46 / 12310
fa+ha+maj: 19 / 6060
compound gates: 111 / 26320
mux: 3 / 1140
buf+inv: 25 / 6990
layer usage:
layer  wire length (um)  part of all wire, %  vias up
li1                   -                    -    18884
met1              61700                   45    17479
met2              59600                   44     1188
met3              10200                  7.5      218
met4               4910                  3.6        6
met5                 41                0.030        -
logic make-up after synthesis:
kind of cell / Yosys count / share of synthesized area, %
adder cells (fa/ha/maj): 972 / 32.0
flip-flops: 24 / 1.88
AND/OR/NAND/NOR: 1598 / 20.9
AND-OR/OR-AND: 1329 / 22.3
multiplexers: 63 / 1.96
XOR/XNOR: 709 / 16.2
buffers and inverters: 463 / 4.68
through the flow:
step	instance area [um2]	utilization (%)
after floorplan	38300	-
after global placement	41700	43.9
after detailed placement	41700	43.9
after CTS	41800	44.0
after global routing	41800	44.0
final	41800	44.0
worst paths after layout:
kind,endpoint,depth (start not counted),slack (ps)
worst min-delay path,bgr_data_out[16],3,23890
worst max-delay path,bgr_data_out[20],204,40940
synthesized netlist by cell type, types with 25 or more instances:
cell	instances	area share, %
a211oi_1	31	0.61
a21o_1	143	2.8
a21oi_1	417	5.4
a31oi_1	32	0.52
and2_1	25	0.41
buf_1	25	0.24
clkbuf_1	93	0.91
ha_1	958	31
inv_1	284	2.8
inv_2	27	0.26
mux2_2	39	1.1
nand2_1	285	2.8
nand2b_1	124	2.0
nand3_1	135	1.8
nand4_1	84	1.4
nor2_1	470	4.6
nor2b_1	139	2.3
nor3_1	124	1.6
nor4_1	33	0.54
o211ai_1	39	0.76
o21a_1	79	1.5
o21ai_0	264	3.4
o21bai_1	46	0.90
o22ai_1	26	0.42
or2_2	39	0.64
or3_1	26	0.42
xnor2_1	628	14
xor2_1	80	1.8
